==> design/flow/design.v <==
module fifo(
    input i_clk,
    input i_rstn,
    input i_wr,
    input i_rd,
    input [31:0] i_data,
    output [31:0] o_data,
    output o_full,
    output o_empty
);
reg [2:0] wr_addr;
reg [2:0] rd_addr;
reg [31:0] mem[0:7];
always @(posedge i_clk, negedge i_rstn)
begin
    if (!i_rstn) 
    begin
        mem[0] <=0;
        mem[1] <=0;
        mem[2] <=0;
        mem[3] <=0;
        mem[4] <=0;
        mem[5] <=0;
        mem[6] <=0;
        mem[7] <=0;
    end
    else if(i_wr && !o_full)
    begin
        mem[wr_addr] <= i_data;
    end
end
always @(posedge i_clk, negedge i_rstn)
begin
    if(!i_rstn)
    begin
        wr_addr <=0;
    end
    else if(i_wr && (!o_full) )
    begin
        wr_addr <= wr_addr +1;
    end
end
assign o_data = mem[rd_addr];
always @(posedge i_clk, negedge i_rstn)
begin
    if(!i_rstn)
    begin
        rd_addr <=0;
    end
    else if(i_rd && !(o_empty))
    begin
        rd_addr <= rd_addr +1;
    end
end
assign o_empty = (wr_addr == rd_addr);
assign o_full = ((wr_addr+1) == (rd_addr)) ;
endmodule
module mac(
    input i_clk,
    input i_rstn,
    input [31:0] i_data,
    input [31:0] i_weight,
    input [31:0] i_pre_result,
    output reg [31:0] o_data_next,
    output reg [31:0] o_result
);
wire [31:0] AB;
assign AB = i_data * i_weight;
always @(posedge i_clk, negedge i_rstn)
begin
    if(!i_rstn)
    begin
        o_result <= 0;
    end
    else
    begin
        o_result <= AB + i_pre_result;
    end
end
always @(posedge i_clk, negedge i_rstn)
begin
    if(!i_rstn)
    begin
        o_data_next <=0;
    end
    else
    begin
        o_data_next <= i_data;
    end
end
endmodule
module systolic_reg(
    input i_clk,
    input i_rstn,
    input [31:0] in1,
    input [31:0] in2,
    output [31:0] out1,
    output [31:0] out2
);
reg [31:0] delay10;
reg [31:0] delay20;
reg [31:0] delay21;
assign out1 = delay10;
assign out2 = delay21;
always @(posedge i_clk, negedge i_rstn)
begin
    if(!i_rstn)
    begin
        delay10<=0;
        delay20<=0;
        delay21<=0;
    end
    else
    begin
        delay10<=in1;
        delay20<=in2;
        delay21<=delay20;
    end
end
endmodule
module tpu_top(
    input i_clk,
    input i_rstn,
    input [31:0] in1,
    input [31:0] in2,
    input in1_en,
    input in2_en,
    input start,
    output [2:0] o_full,
    output [2:0] o_empty,
    output done,
    input [31:0] i_paddr,
    input        i_psel,
    input        i_pwrite,
    input [31:0] i_pwdata,
    input        i_penable,
    output reg [31:0] o_prdata,
    output reg [3:0] counter
);
parameter ADDRESS_W00 = 0;
parameter ADDRESS_W01 = 1;
parameter ADDRESS_W10 = 2;
parameter ADDRESS_W11 = 3;
parameter DEPTH = 4;
reg [31:0] mem [0:DEPTH-1];
wire [31:0] mac00_in;
wire [31:0] mac01_in;
wire [31:0] mac10_in;
wire [31:0] mac11_in;
wire [31:0] mac00_out;
wire [31:0] mac01_out;
wire [31:0] mac10_out;
wire [31:0] mac11_out;
wire [31:0] systolic_in1;
wire [31:0] systolic_in2;
wire [31:0] out1;
wire [31:0] out2;
assign out1 = mac10_out;
assign out2 = mac11_out;
wire fifo_en;
assign fifo_en = (start) & (counter < 2);
fifo u_fifo_00(
    .i_clk(i_clk),
    .i_rstn(i_rstn),
    .i_wr(in1_en),
    .i_rd(fifo_en),
    .i_data(in1),
    .o_data(systolic_in1),
    .o_full(o_full[0]),
    .o_empty(o_empty[0])
);
fifo u_fifo_01(
    .i_clk(i_clk),
    .i_rstn(i_rstn),
    .i_wr(in2_en),
    .i_rd(fifo_en),
    .i_data(in2),
    .o_data(systolic_in2),
    .o_full(o_full[1]),
    .o_empty(o_empty[1])
);
systolic_reg u_systolic(
    .i_clk(i_clk),
    .i_rstn(i_rstn),
    .in1(systolic_in1),
    .in2(systolic_in2),
    .out1(mac00_in),
    .out2(mac10_in)
);
mac u_mac_00(
    .i_clk(i_clk),
    .i_rstn(i_rstn),
    .i_data(mac00_in),
    .i_weight(mem[ADDRESS_W00]),
    .i_pre_result(32'h0),
    .o_data_next(mac01_in),
    .o_result(mac00_out)
);
mac u_mac_01(
    .i_clk(i_clk),
    .i_rstn(i_rstn),
    .i_data(mac01_in),
    .i_weight(mem[ADDRESS_W01]),
    .i_pre_result(32'h0),
    .o_data_next(),
    .o_result(mac01_out)
);
mac u_mac_10(
    .i_clk(i_clk),
    .i_rstn(i_rstn),
    .i_data(mac10_in),
    .i_weight(mem[ADDRESS_W10]),
    .i_pre_result(mac00_out),
    .o_data_next(mac11_in),
    .o_result(mac10_out)
);
mac u_mac_11(
    .i_clk(i_clk),
    .i_rstn(i_rstn),
    .i_data(mac11_in),
    .i_weight(mem[ADDRESS_W11]),
    .i_pre_result(mac01_out),
    .o_data_next(),
    .o_result(mac11_out)
);
wire result_fifo_wr;
wire result_fifo_rd;
wire [31:0] result_fifo_i_data;
wire [31:0] result_fifo_o_data;
fifo u_fifo_result(
    .i_clk(i_clk),
    .i_rstn(i_rstn),
    .i_wr(result_fifo_wr),
    .i_rd(result_fifo_rd),
    .i_data(result_fifo_i_data),
    .o_data(result_fifo_o_data),
    .o_full(o_full[2]),
    .o_empty(o_empty[2])
);
wire write_enb; 
assign write_enb = i_psel & i_penable & i_pwrite;
wire read_enb;
assign read_enb = i_psel & i_penable & !i_pwrite;
assign result_fifo_rd = read_enb;
always @(posedge i_clk)
begin
    if(write_enb)
    begin
        mem[i_paddr] <= i_pwdata;
    end
end
always @(*)
begin
    if(read_enb)
    begin
        o_prdata = result_fifo_o_data;
    end
    else
    begin
        o_prdata = 0;
    end
end
always @(posedge i_clk, negedge i_rstn)
begin
    if(!i_rstn)
    begin
        counter<=0;
    end
    else if(start)
    begin
        counter <= counter +1;
    end
    else
    begin
        counter <=0;
    end
end
assign result_fifo_wr = ((counter == 4'h2) || 
                         (counter == 4'h3) || 
                         (counter == 4'h4) || 
                         (counter == 4'h5)) ? 1 : 0;
assign result_fifo_i_data = ((counter == 4'h2) || (counter == 4'h4)) ? out1 : 
                            ((counter == 4'h3) || (counter == 4'h5)) ? out2 : 0;
assign done = (counter >= 4'h5) ? 1 : 0;
endmodule
==> design/flow/run.sh <==
#!/bin/bash
# OpenROAD 26Q1-2900-gdf79404cd8, Yosys 0.63+post, stock flow scripts
make -C /OpenROAD-flow-scripts/flow DESIGN_CONFIG=/design/flow/config.mk WORK_HOME=/design/flow/orfs finish
==> design/flow/config.mk <==
export PLATFORM = sky130hd
export DESIGN_NAME = tpu_top
export DESIGN_NICKNAME = tpu_top
export VERILOG_FILES = /design/flow/design.v
export SDC_FILE = /design/flow/constraint.sdc
export NUM_CORES = 4
export LEC_CHECK = 1
export CORE_UTILIZATION = 30
export SYNTH_HDL_FRONTEND = slang
==> design/flow/constraint.sdc <==
current_design tpu_top

set clk_period 10.3
set clk_io_pct 0.2

create_clock -name clk0 -period $clk_period [get_ports {i_clk}]

set non_clock_inputs [all_inputs -no_clocks]
set_input_delay [expr $clk_period * $clk_io_pct] -clock clk0 $non_clock_inputs
set_output_delay [expr $clk_period * $clk_io_pct] -clock clk0 [all_outputs]
==> impl_metrics.ini <==
; generated from flow reports
[grt]
antenna_found_initial = 19
grt_pass1_vias = 76400
grt_overflow = 0
grt_max_degree = 123
grt_usage_pct = 16.3
grt_pass1_wl_mm = 447

[critical_path]
critPathArrivalTime_ps = 8510
cpPeakStageDelay_ps = 650
path_buffers = 4
crit_chain = and2_1 -> fa_1 -> inv_1 -> fa_1 -> fa_1 -> fa_1 -> inv_1 -> fa_1 -> inv_1 -> fa_1 -> inv_1 -> fa_1 -> fa_1 -> ha_1 -> nand4_1 -> a2111o_1 -> a21oi_1 -> o21ai_1 -> o311ai_0 -> a21oi_1 -> xnor2_1
path_common_cell = fa_1
cp.required_ps = 11020
cpLargestDelayFamily = adder cells
crit_path_end_kind = flop
crit_slowest_cell = dfrtp_1
worstSetupPathType = reg2reg
critical_path.max_fanout = 16
critPathLaunchType = flop

[detailed_routing]
drtPass1Iterations = 5
drc = 0
ant_nets = 0
drt_wl_total_mm = 278
avgRoutedWirePerCell_um = 18.5
num_vias = 69100
first_iter_violations = 2861
vias_per_cell = 4.61

[logic_synthesis]
top_area_share_pct = 30.6
avgSynthCellArea_um2 = 11.0
ys_async_sr_fraction_pct = 89.4
ys_warn_count = 0
top_cells_by_area = fa_1, dfrtp_1, and2_1, inv_1, mux2_2
ys_cells = 10100
synth_seq_share_pct = 27.8
synth-main-ff-cell = dfrtp_1
synth.distinct_cells = 78
syn_area_um2 = 111000
edf_count = 128
synth_top_cell_by_area = fa_1
synth-seq-cells = 1206
syn_inst = 10100
yosysChipArea_um2 = 111000

[floorplanning]
initial_core_util_pct = 30.2
die_h_um = 610
die-width_um = 610
fp-row-count = 222
num_io_pins = 179
coreArea_um2 = 367000
die_area_um2 = 372000

[sta]
timing.final.crit_share_pct = 75.7
fin_crit_ps = 7790
hold_violations = 0
setup-violations-final = 0
tns_ps = 0
tightest_slew_ps = 916
setup_slack_ps = 2510
fin_skew_ps = 104
max_slew_margin_pct = 38.9
drv_slew = 0
grt_setup_unrepaired = false
max_freq_ghz = 0.128

[placement]
dp_hpwl_mm = 200
port_buffers = 148
dpl.cell_count = 14700
dp_slack_ps = 2530
globalplace.congestion = 0.942
place_area_um2 = 118000

[clocking]
cts_htree_levels = 4
cts_buffers = 143
holdBufCountCts = 0
cts_tree = done
clk_latency_ps = 890
cts_root_buf = clkbuf_16
path_clk_slew_ps = 60
cts_buffer_depth = 4
post-cts-setup-buffers = 0
post_cts_resize_count = 0
cts_num_sinks = 1206

[outcome]
status = completed

[final_layout]
fillers = 36600
drive_above_1_share_pct = 12.3
layout_top_cell = inv_1
layout_top_cells = inv_1, fa_1, nand2_1
design_area_um2 = 123000
area_growth_pct = 10.7
layout.cells.non_filler = 15000

[run]
maxCapViolations = 0
warnings = 69

[worst_hold_path]
hp-class = reg2reg
worst reg2reg max path: cells and delay by family (launching register included):
kind,cells,cell delay (ps)
AND-OR/OR-AND,5,1730
AND/OR/NAND/NOR,2,550
XOR/XNOR,1,140
buffers and inverters,4,210
flip-flops,1,650
adder cells (fa/ha/maj),9,4380
per-stage QoR:
stage	util (%)	hold WS, ps
after floorplan	-	331
after global placement	32.2	332
after detailed placement	32.2	335
after CTS	33.5	326
after global routing	33.5	329
final	33.5	342
synthesized netlist by cell type, types with 7 or more instances:
master,number
buf_4,18
o211ai_1,10
o21bai_1,16
inv_1,1773
buf_2,55
o21ai_0,298
nor2_1,83
and2_1,1203
mux2_2,577
nand2_1,1235
a211oi_1,13
fa_1,1692
xor2_1,98
o21a_1,16
nand2b_1,9
dfrtp_1,1078
a22oi_1,32
ha_1,505
nor2b_1,14
mux2i_1,34
edfxtp_1,128
xnor2_1,282
or3_1,9
nor3_1,16
a21oi_1,92
clkbuf_1,437
and3_1,7
a21o_1,46
buf_1,14
nand3_1,27
mux4_2,192
logic make-up (layout without fill, tap and decap cells):
family	after synthesis	in the layout	synth area share, %
simple gates	2628	2628	11.8
buf+inv	2298	2377	7.91
fa+ha+maj	2197	2197	36.3
flops	1206	1206	27.8
mux	808	808	10.1
compound gates	571	571	3.05
xor+xnor	380	380	3.00
other cells	0	5	0
per-layer routing:
metal	global-route usage, %	up-vias	wire length (um)
met4	4.30	16	9130
met1	21.4	35700	110000
met5	0.129	-	110
met3	6.14	448	25000
li1	-	30900	-
met2	26.0	2068	133000
path summary, 6_finish.rpt:
| kind | cells after the start | from | endpoint | slack (ps) |
|---|---|---|---|---|
| worst max-delay path | 21 | u_mac_00.o_data_next[16]$_DFF_PN0_ | u_mac_01.o_result[30]$_DFF_PN0_ | 2510 |
| worst min-delay path | 0 | u_systolic.delay20[2]$_DFF_PN0_ | u_systolic.out2[2]$_DFF_PN0_ | 340 |
| worst max register to register | 21 | u_mac_00.o_data_next[16]$_DFF_PN0_ | u_mac_01.o_result[30]$_DFF_PN0_ | 2510 |
| worst min register to register | 0 | u_systolic.delay20[2]$_DFF_PN0_ | u_systolic.out2[2]$_DFF_PN0_ | 340 |
| max in group asynchronous | 4 | i_rstn | u_fifo_01.rd_addr[0]$_DFFE_PN0P_ | 6530 |
| min in group asynchronous | 1 | i_rstn | u_mac_01.o_result[4]$_DFF_PN0_ | 1190 |
layout make-up:
cell class / instances / area [um2] / area share (%)
well taps: 4816 / 6030 / 4.91
flip-flops and latches: 1206 / 30800 / 25.1
repair buffers: 350 / 3050 / 2.49
clock inverters: 62 / 712 / 0.580
inverters: 1773 / 6660 / 5.42
diodes: 5 / 12.5 / 0.0102
clock buffers: 192 / 4070 / 3.31
multi-input cells: 6584 / 71300 / 58.1
state kept, by name (all words and copies together), names as in the netlist:
signal,count
u_fifo_00.rd_addr,3
u_mac_00.o_data_next,32
u_mac_10.o_result,32
u_mac_01.o_result,32
u_fifo_result.mem,256
u_fifo_result.rd_addr,3
u_fifo_01.mem,256
u_fifo_result.wr_addr,3
mem,128
u_fifo_01.wr_addr,3
u_mac_00.o_result,32
u_mac_11.o_result,32
u_fifo_00.mem,256
u_fifo_00.wr_addr,3
u_mac_10.o_data_next,32
u_systolic.out1,32
u_fifo_01.rd_addr,3
u_systolic.delay20,32
u_systolic.out2,32
counter,4
