## flow/run.sh

```bash
#!/bin/bash
# OpenROAD 26Q1-2900-gdf79404cd8, Yosys 0.63+post, stock flow scripts
make -C /OpenROAD-flow-scripts/flow DESIGN_CONFIG=/design/flow/config.mk WORK_HOME=/design/flow/orfs finish
```

## flow/config.mk

```make
export PLATFORM = sky130hd
export DESIGN_NAME = apb_slave
export DESIGN_NICKNAME = apb_slave
export VERILOG_FILES = /design/flow/design.v
export SDC_FILE = /design/flow/constraint.sdc
export NUM_CORES = 4
export LEC_CHECK = 1
export CORE_UTILIZATION = 40
export SYNTH_HDL_FRONTEND = slang
export SYNTH_MEMORY_MAX_BITS = 65536
```

## flow/constraint.sdc

```tcl
current_design apb_slave

set clk_period 56.4
set clk_io_pct 0.2

create_clock -name clk0 -period $clk_period [get_ports {i_clk}]

set non_clock_inputs [all_inputs -no_clocks]
set_input_delay [expr $clk_period * $clk_io_pct] -clock clk0 $non_clock_inputs
set_output_delay [expr $clk_period * $clk_io_pct] -clock clk0 [all_outputs]
```

## flow/design.v

```verilog
module apb_slave (
    input i_clk,
    input [31:0] i_paddr,
    input        i_psel,
    input        i_pwrite,
    input [31:0] i_pwdata,
    input        i_penable,
    output reg [31:0] o_prdata
);
parameter DEPTH = 256;
reg [31:0] mem [0:DEPTH-1];
initial
begin
    o_prdata =0;
end
wire write_enb; 
assign write_enb = i_psel & i_penable & i_pwrite;
wire read_enb;
assign read_enb = i_psel & i_penable & !i_pwrite;
always @(posedge i_clk)
begin
    if(write_enb)
    begin
        mem[i_paddr] <= i_pwdata;
    end
end
always @(*)
begin
    if(read_enb)
    begin
        o_prdata = mem[i_paddr];
    end
    else
    begin
        o_prdata = 0;
    end
end
endmodule
```

==> results.cfg <==
; synthesis and place-and-route metrics
[run_status]
status = finished clean

[final_timing]
setup_viol = 0
period_needed_ns = 30.30
drv_slew = 0
rsz0062_at_grt = false
fin_setup_tns_ns = 0
slew_headroom_pct = 29.30
hold_viol = 0
post-route-period-util_pct = 53.73
fmax_ghz = 0.03300
worst_pin_slew_ns = 1.055

[cells_and_area]
largest_register_ffs = 8192
nFillCells = 62961
areaGrowthSynthToFinish_pct = 13.68
layoutNonFillerInstCount = 26115
drive_gt1_share_pct = 23.15
reg_top3 = mem x8192
largest_register = mem

[critical_path]
required_ns = 45.12
cp_max_fo = 54
path_buffers = 9
end_kind = output port
critPathLaunch = i_paddr[0]
startpoint_type = primary input
cpMostUsedCell = buf_4
slowest_stage = a221oi_1
crit_type = in -> out
crit_chain = buf_16 -> buf_4 -> buf_4 -> buf_4 -> buf_4 -> buf_4 -> buf_4 -> buf_4 -> mux4_2 -> a22o_1 -> a221oi_1 -> a41oi_1 -> a311o_1 -> clkdlybuf4s50_1
cp_top_family = buffers and inverters
crit_arrival_ns = 19.02
slowest_delay_ns = 0.70

[die]
dieArea_mm2 = 0.7830
fp.dieW_um = 884.9
ioPinCount = 100
core_util_floorplan_pct = 40.22
rows = 323
core_mm2 = 0.7751
die_height_um = 884.9

[logic_synthesis]
synth-edff-count = 8192
synthAoiAreaFrac_pct = 3.931
synth_cells = 14447
simple_gate_share_pct = 1.525
ys.warnings.count = 0
synthMuxAreaShare_pct = 14.36
ys_sh_xor_pct = 0
adder_share_pct = 0
synth_stat.cells = 14447
ys.flops = 8192
ys_async_sr_fraction_pct = 0
synth_cell_type_count = 50
flop_cell = edfxtp_1
ys_area_mm2 = 0.3118
yosysSeqAreaShare_pct = 78.90
topCombFamilyByArea = multiplexers
syn-mean-instance-area_um2 = 21.58
syn_area_mm2 = 0.3118

[clock_tree]
postCtsSetupRepairBufs = 0
cts.path.max_buffers = 4
cts_resized = 0
numClockSinks = 8192
root_buffer = clkbuf_16
cts_inserted_buffers = 789
tritoncts = done
htreeDepth = 6
cts_hold_buffers = 0
clk_pin_slew_ns = 0.06

[place]
post-dp-hpwl_um = 473700
io_buffers = 75
finalWeightedCongestion = 0.8888
dpl.cell_count = 24651

[route]
first_pass_iters = 25
routed_wl_um = 844000
wire_per_inst_um = 32.32
avgViaCountPerCell = 5.742
drtIter0Drc = 10296
vias = 149941
ant_nets = 0
route.detailed.drc = 0

[worst_hold_path]
min_from = i_pwdata[22]
min_path_type = in -> reg

[power]
power.leakage_nw = 110.7
max-vdd-ir-drop_mv = 0.03750
finalPower_mw = 12.29
p_per_area_mw_per_mm2 = 34.69

[job]
cap_violations = 0
warnings = 54

[global_route]
antenna_found_initial = 31
track_usage_pct = 23.61
grt_pass1_wl_um = 1189000
grt_pass1_vias = 163367
grt_overflow_total = 0
grt_max_degree = 101
[where the power goes]
group | internal (mW) | switching (mW) | leakage (nW)
clock network | 2.77 | 2.27 | 11.9
registers | 6.70 | 0.000781 | 73.6
logic | 0.178 | 0.377 | 25.2
total | 9.65 | 2.64 | 111
[cell usage in the layout (no fill, tap or decap), types with 16 or more instances in the layout]
cell and n:
nand2_1 385, nor4_1 88, buf_8 33, o22ai_1 257
a41oi_1 63, clkinv_16 22, clkbuf_16 794, mux4_2 1469
a211oi_1 187, clkinv_2 136, a22oi_1 482, nor2_4 267
a21oi_1 222, diode_2 20, a221oi_1 191, edfxtp_1 8192
nor2b_1 65, a311o_1 31, nand2_4 16, a32o_1 31
buf_4 742, a31oi_1 32, o21bai_1 32, clkbuf_1 208
o21ai_0 64, mux2_2 32, mux2i_1 1131, clkinv_1 202
o2111ai_1 32, bufinv_16 38, a22o_1 64, clkdlybuf4s50_1 36
and3_1 34, nand3_1 130, buf_12 21
[stage by stage]
step / instance area, µm² / worst slack [ns] / hold slack, ns / util, %
global route: 354400 / 25.30 / 10.46 / 45.72
finish: 354400 / 26.10 / 10.48 / 45.72
CTS: 354400 / 25.77 / 10.42 / 45.72
floorplan: 311800 / 31.71 / 11.38 / -
global placement: 329900 / 25.73 / 11.68 / 42.56
detailed placement: 329900 / 25.77 / 11.67 / 42.56
[per-layer routing]
layer / track usage, % / part of all wire [%] / wire length (µm)
met2: 34.05 / 46 / 391400
met3: 20.55 / 20 / 166200
met1: 25.71 / 29 / 248300
met4: 7.359 / 4.1 / 35010
met5: 2.659 / 0.37 / 3125
[kinds of logic (layout without fill, tap and decap cells)]
kind of cell,count (synthesis),in the layout
and+or+nand+nor,1058,1058
other,0,20
buffers and inverters,869,2280
DFF,8192,8192
muxes,2632,2632
AOI/OAI and AO/OA,1696,1696
[path summary, 6_finish.rpt]
check | to | slack, ns | depth (start not counted)
setup / recovery | o_prdata[4] | 26.10 | 14
hold / removal | mem[88][22] | 10.48 | 1
[synth_stat cells (2+ instances only)]
master / instances / share of area (%)
nand4_1: 3 / 0.0060
buf_4: 63 / 0.15
mux4_2: 1469 / 11
nor2b_1: 73 / 0.15
nor2_1: 278 / 0.33
a22oi_1: 482 / 1.2
edfxtp_1: 8192 / 79
a41oi_1: 63 / 0.18
a31oi_1: 32 / 0.064
clkbuf_1: 412 / 0.50
buf_6: 20 / 0.072
mux2_2: 32 / 0.12
a32o_1: 31 / 0.10
nand4bb_1: 3 / 0.011
a211oi_1: 187 / 0.45
o2111ai_1: 32 / 0.090
o21bai_1: 32 / 0.077
o21ai_0: 64 / 0.10
buf_1: 93 / 0.11
nor4_1: 95 / 0.19
a22o_1: 64 / 0.18
nand3_1: 136 / 0.22
a311o_1: 31 / 0.10
mux2i_1: 1131 / 3.6
nand4b_1: 3 / 0.0084
a311oi_1: 2 / 0.0056
and3_1: 38 / 0.076
nand3b_1: 2 / 0.0048
and2_1: 5 / 0.010
buf_2: 279 / 0.45
nand2b_1: 2 / 0.0040
and2_0: 3 / 0.0060
nand2_1: 411 / 0.49
a21oi_1: 222 / 0.36
o22ai_1: 257 / 0.52
a221oi_1: 191 / 0.54
[layout make-up]
| cell class | instances | area [µm²] | share of cell area (%) |
|---|---|---|---|
| Timing Repair Buffer | 835 | 6913 | 1.951 |
| Clock inverter | 442 | 3829 | 1.080 |
| Clock buffer | 1002 | 20650 | 5.827 |
| Tap cell | 10237 | 12810 | 3.614 |
| Inverter | 1 | 5.005 | 0.001412 |
| Sequential cell | 8192 | 246000 | 69.41 |
| Antenna cell | 20 | 50.05 | 0.01412 |
| Multi-Input combinational cell | 5386 | 64160 | 18.10 |
Power and IR drop assume default switching activity.
